==> ./design.v <==
module AHBSINGLERAM(
  input wire         CLK,  
  input wire         HRESETn,
  input wire  [31:0] ADDRESS ,  
  input wire  [1:0]  HTRANS,
  input wire  [31:0] DATA_IN,
  input wire         WE,   
  input wire         HREADY,
  input wire         HSIZE,
  output wire        HREADYOUT,
  output reg  [31:0] DATA_OUT,
  input wire         CS  
);
wire [7:0] address = ADDRESS[9:2];
assign HREADYOUT = 1'b1;  
reg [31:0] mem [0:255];
reg CS_Q,WE_Q;
reg [7:0] address_Q;
always @(posedge CLK)
begin
  CS_Q <= CS;
  WE_Q <= WE;
  address_Q <= address;
end
always @ (posedge CLK)
   if ( CS_Q & WE_Q)
       mem[address_Q] = DATA_IN;
always @(posedge CLK)
  if (CS & !WE) 
    DATA_OUT = mem[address];
endmodule  
==> ./run.sh <==
#!/bin/bash
# OpenROAD 26Q1-2900-gdf79404cd8, Yosys 0.63+post, stock flow scripts
make -C /OpenROAD-flow-scripts/flow DESIGN_CONFIG=/design/flow/config.mk WORK_HOME=/design/flow/orfs finish
==> ./config.mk <==
export PLATFORM = sky130hd
export DESIGN_NAME = AHBSINGLERAM
export DESIGN_NICKNAME = AHBSINGLERAM
export VERILOG_FILES = /design/flow/design.v
export SDC_FILE = /design/flow/constraint.sdc
export NUM_CORES = 4
export LEC_CHECK = 1
export CORE_UTILIZATION = 50
export SYNTH_HDL_FRONTEND = slang
==> ./constraint.sdc <==
current_design AHBSINGLERAM

set clk_period 29.4
set clk_io_pct 0.2

create_clock -name clk0 -period $clk_period [get_ports {CLK}]

set non_clock_inputs [all_inputs -no_clocks]
set_input_delay [expr $clk_period * $clk_io_pct] -clock clk0 $non_clock_inputs
set_output_delay [expr $clk_period * $clk_io_pct] -clock clk0 [all_outputs]
==> flow_summary.json <==
{
  "outcome": "finished clean",
  "cp.required_ns": 30.37,
  "first_iter_violations": 10200,
  "cp_slowest_stage_delay_ns": 1.02,
  "cts.clk_slew.worst_paths_ns": 0.06,
  "grt_setup_unrepaired": "no",
  "layout_min_cycle_time_ns": 11.70,
  "first_pass_iters": 5,
  "fa_ha_area_share_pct": 0,
  "timing.final.setup_violations": 0,
  "critical-path-top-delay-family": "buffers and inverters",
  "number_of_enable_flip_flop_cells": 8224,
  "power.density_cell_area_nw_per_um2": 67.1,
  "start_kind": "input port",
  "cts_inserted_buffers": 814,
  "ff_type": "sky130_fd_sc_hd__edfxtp_1",
  "yosys.stat.seqShare_pct": 78.5,
  "pwr-share-seq_pct": 54.0,
  "grt_start_max_net_pins": 139,
  "initial_utilization_pct": 50.2,
  "synthesis.instances": 14800,
  "finalMaxSlewViolations": 0,
  "hold_sp": "mem[4015]$_DFFE_PP_",
  "place.port_buffers": 74,
  "cp-end-kind": "flop",
  "num_rows": 291,
  "worst_r2r_path_depth": 9,
  "timing.hold.worst_path_depth": 5,
  "xor_area_share_pct": 0,
  "synth.comb.largest_family": "multiplexers",
  "fin_ws_ns": 17.70,
  "synth.cellmix.simpleShare_pct": 1.99,
  "timing.critical_path.depth": 14,
  "top_level_ports": 105,
  "stage_log_warnings": 75,
  "power.leakage_nw": 113,
  "total_number_of_clock_tree_sinks": 8234,
  "timing.rr.start": "mem[1989]$_DFFE_PP_",
  "grt_pass1_vias": 168000,
  "synth.yosys.num_cells": 14800,
  "p_switching_mw": 5.18,
  "power_switching_share_pct": 21.6,
  "p_total_mw": 24.0,
  "finalWirelength_um": 935000,
  "timing.final.crit_share_pct": 39.8,
  "max_slew_margin_pct": 14.3,
  "layout-drive-gt1-share_pct": 23.9,
  "wl_per_cell_um": 37.6,
  "synth_cell_type_count": 69,
  "ctsHtreeMaxLevel": 6,
  "ys_area_um2": 315000,
  "hold_buffers": 0,
  "combined_buffer_and_inverter_count_along_the_critical_path": 7,
  "clock_tree.root_cell": "sky130_fd_sc_hd__clkbuf_16",
  "clockBufferDepth": 4,
  "synth-warning-count": 0,
  "fin_worst_skew_ns": 0.0714,
  "globalplace.congestion": 1.00,
  "yosys.area.top_type": "sky130_fd_sc_hd__edfxtp_1",
  "postSynthRegisterBits": 8234,
  "combPwrFrac_pct": 4.8,
  "max_freq_ghz": 0.0855,
  "synth_area_per_cell_um2": 21.3,
  "dpl.hpwl_um": 563000,
  "post-place-cells": 23300,
  "grt-ovfl-total": 0,
  "cts.repair.resized": 0,
  "cts.repair_timing.setup_buffer_count": 0,
  "syn2layout_area_growth_pct": 13.4,
  "grt_use_total_pct": 33.6,
  "drc_errors": 0,
  "core_region_area_um2": 628000,
  "data_arrival_time_of_the_critical_path_ns": 12.66,
  "startpoint": "ADDRESS[2]",
  "clockPowerShare_pct": 41.2,
  "area_fraction_in_compound_gates_after_synthesis_pct": 3.54,
  "finalHoldViolations": 0,
  "final.setup.tns_ns": 0,
  "dp_slack_ns": 16.69,
  "path_cells": "buf_16 > buf_4 > buf_4 > buf_4 > buf_12 > buf_12 > buf_12 > mux2i_1 > o22ai_1 > o22ai_1 > nor3_1 > nand4_1 > a211oi_2 > nor4b_1",
  "worst_pin_slew_ns": 1.28,
  "top_cells_by_area": "sky130_fd_sc_hd__edfxtp_1 78%, sky130_fd_sc_hd__mux4_2 10%, sky130_fd_sc_hd__mux2i_1 4.1%",
  "routed_via_density": 6.29,
  "die-width_um": 796,
  "synthDominantCellAreaShare_pct": 78.4,
  "clkLatencyLatePin_ns": 1.18,
  "max_cap_violations": 0,
  "crit_path_max_fanout": 76,
  "drt.antenna.violating_nets": 0,
  "number_of_antenna_violations_at_the_first_check_in_global_routing": 54,
  "post_synth_mux_area_share_pct": 14.5,
  "worst_ir_drop_vdd_mv": 0.0658,
  "tritoncts": "done",
  "worst_setup_path_type": "in -> reg",
  "total_number_of_vias": 156000,
  "cell_count_final_fillers_out": 24900,
  "post_synth_instance_area_um2": 315000,
  "grt_pass1_wl_um": 1300000,
  "full_die_area_um2": 633000,
  "cellInternalPower_mw": 18.8,
  "synth_async_sr_flop_share_pct": 0,
  "die_height_um": 796,
  "cpMaxStageDelayCell": "sky130_fd_sc_hd__a211oi_2",
  "timing.hold.ws_ns": 1.02,
  "hp-class": "reg -> reg"
}
## cell type report
class	instances	area, um2
fill	45400	271000
timing repair buffer	1042	8470
clock buffer	1045	21500
sequential	8234	247000
antenna	100	250
inverter	3	21.3
multi-input combinational	5651	65800
clock inverter	436	3600
tap	8350	10400
## worst paths after layout
kind                             to  slack, ns
max reg2reg   DATA_OUT[5]$_DFFE_PP_      25.30
min reg2reg  DATA_OUT[15]$_DFFE_PP_       1.02
min          DATA_OUT[15]$_DFFE_PP_       1.02
max           DATA_OUT[5]$_DFFE_PP_      17.70
## per-layer routing
layer  up-vias  part of all wire, %  track usage [%]
met5         -                 0.57             6.70
met4        99                  5.4             12.9
met3      1726                   21             29.2
met2     10700                   44             44.2
met1     79000                   29             41.4
li1      64700                    -                -
## placed cells by master (no fill, tap or decap), types with 14 or more instances in the layout
| cell | Yosys | final |
|---|---|---|
| sky130_fd_sc_hd__edfxtp_1 | 8224 | 8224 |
| sky130_fd_sc_hd__mux4_2 | 1437 | 1437 |
| sky130_fd_sc_hd__mux2i_1 | 1291 | 1291 |
| sky130_fd_sc_hd__buf_4 | 121 | 948 |
| sky130_fd_sc_hd__clkbuf_16 | 0 | 826 |
| sky130_fd_sc_hd__a22oi_1 | 350 | 350 |
| sky130_fd_sc_hd__a21oi_1 | 288 | 286 |
| sky130_fd_sc_hd__o22ai_1 | 283 | 280 |
| sky130_fd_sc_hd__nor3_1 | 282 | 268 |
| sky130_fd_sc_hd__o221ai_1 | 268 | 268 |
| sky130_fd_sc_hd__nor2_4 | 0 | 262 |
| sky130_fd_sc_hd__clkbuf_1 | 385 | 219 |
| sky130_fd_sc_hd__clkinv_1 | 1 | 217 |
| sky130_fd_sc_hd__nand2_1 | 226 | 202 |
| sky130_fd_sc_hd__nand3_1 | 166 | 155 |
| sky130_fd_sc_hd__clkinv_2 | 0 | 126 |
| sky130_fd_sc_hd__nor2_1 | 375 | 110 |
| sky130_fd_sc_hd__diode_2 | 0 | 100 |
| sky130_fd_sc_hd__o21ai_0 | 91 | 88 |
| sky130_fd_sc_hd__a211oi_1 | 106 | 77 |
| sky130_fd_sc_hd__nor4_1 | 87 | 70 |
| sky130_fd_sc_hd__a221oi_1 | 50 | 50 |
| sky130_fd_sc_hd__nand4_1 | 47 | 47 |
| sky130_fd_sc_hd__bufinv_16 | 0 | 39 |
| sky130_fd_sc_hd__buf_8 | 13 | 35 |
| sky130_fd_sc_hd__clkdlybuf4s50_1 | 0 | 34 |
| sky130_fd_sc_hd__a31oi_1 | 29 | 29 |
| sky130_fd_sc_hd__a211oi_2 | 0 | 29 |
| sky130_fd_sc_hd__mux2_2 | 25 | 25 |
| sky130_fd_sc_hd__and3_1 | 23 | 23 |
| sky130_fd_sc_hd__a311oi_1 | 40 | 22 |
| sky130_fd_sc_hd__and4_1 | 21 | 21 |
| sky130_fd_sc_hd__buf_12 | 1 | 21 |
| sky130_fd_sc_hd__a311oi_2 | 0 | 18 |
| sky130_fd_sc_hd__clkinv_16 | 0 | 18 |
| sky130_fd_sc_hd__nor4_2 | 0 | 17 |
| sky130_fd_sc_hd__nor4b_1 | 16 | 15 |
| sky130_fd_sc_hd__nor3_2 | 0 | 14 |
## power by group through the flow
stage | registers, mW | logic, mW | clock network (mW)
after CTS | 12.9 | 1.15 | 10.0
after global routing | 12.9 | 1.22 | 10.4
final | 12.9 | 1.15 | 9.87
## tightest hold or removal path, stage by stage (launching register included)
cell	delay (ns)
sky130_fd_sc_hd__edfxtp_1	0.32
sky130_fd_sc_hd__mux4_2	0.22
sky130_fd_sc_hd__nand2_1	0.07
sky130_fd_sc_hd__nand4_1	0.10
sky130_fd_sc_hd__nand3_1	0.08
sky130_fd_sc_hd__nor3_1	0.12
## synthesized netlist by cell type (121+ instances only)
| cell type | number |
|---|---|
| sky130_fd_sc_hd__o22ai_1 | 283 |
| sky130_fd_sc_hd__buf_4 | 121 |
| sky130_fd_sc_hd__o221ai_1 | 268 |
| sky130_fd_sc_hd__mux2i_1 | 1291 |
| sky130_fd_sc_hd__a21oi_1 | 288 |
| sky130_fd_sc_hd__buf_2 | 211 |
| sky130_fd_sc_hd__nor3_1 | 282 |
| sky130_fd_sc_hd__nand2_1 | 226 |
| sky130_fd_sc_hd__mux4_2 | 1437 |
| sky130_fd_sc_hd__clkbuf_1 | 385 |
| sky130_fd_sc_hd__nor2_1 | 375 |
| sky130_fd_sc_hd__nand3_1 | 166 |
| sky130_fd_sc_hd__edfxtp_1 | 8224 |
| sky130_fd_sc_hd__a22oi_1 | 350 |
## per-stage QoR
step / utilization (%) / area [um2]
after floorplan: - / 315000
after global routing: 56.9 / 357000
after CTS: 56.9 / 357000
final: 56.9 / 357000
after detailed placement: 52.9 / 332000
after global placement: 52.9 / 332000
## cells by family after synthesis
family	Yosys count
buf+inv	884
mux	2753
simple gates	1308
flops	8234
other cells	1
compound gates	1589
## state kept, by name, summed over array words and instances (netlist names)
name	count
mem	8192
CS_Q	1
address_Q	8
DATA_OUT	32
WE_Q	1
Power figures rest on the tool's default switching activity, not on a simulated workload.
